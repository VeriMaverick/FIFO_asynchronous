<file path="/design/flow/design.v">
module Asynchronous_FIFO #(
    parameter DATA_WIDTH = 8,        
    parameter ADDR_WIDTH = 3
) 
(
    input                       wclk,        
    input                       wrst_n,      
    input                       winc,        
    input   [DATA_WIDTH-1:0]    wdata,       
    input                       rclk,        
    input                       rrst_n,      
    input                       rinc,        
    output  [DATA_WIDTH-1:0]    rdata,       
    output                      wfull,       
    output                      rempty       
 );
wire [DATA_WIDTH-1:0]    waddr;       
wire [DATA_WIDTH-1:0]    raddr;       
wire [ADDR_WIDTH:0]      wptr;        
wire [ADDR_WIDTH:0]      rptr;        
wire [ADDR_WIDTH:0]      wq2_rptr;    
wire [ADDR_WIDTH:0]      rq2_wptr;    
sync_r2w #(ADDR_WIDTH) sync_r2w (
    .wq2_rptr    (wq2_rptr  ),
    .rptr        (rptr      ),                          
    .wclk        (wclk      ), 
    .wrst_n      (wrst_n    )  
 );
sync_w2r #(ADDR_WIDTH) sync_w2r (
    .rq2_wptr   (rq2_wptr   ), 
    .wptr       (wptr       ),                          
    .rclk       (rclk       ),
    .rrst_n     (rrst_n     )
);
FIFO_RAM #(DATA_WIDTH, ADDR_WIDTH) FIFO_RAM                        
(
    .rdata(rdata), 
    .wdata(wdata),                           
    .waddr(waddr),
    .raddr(raddr),                           
    .wclken(winc),
    .wfull(wfull),                           
    .wclk(wclk)
);
rptr_empty #(ADDR_WIDTH) rptr_empty                          
(
    .rempty(rempty),                          
    .raddr(raddr),                          
    .rptr(rptr),
    .rq2_wptr(rq2_wptr),                          
    .rinc(rinc),
    .rclk(rclk),                          
    .rrst_n(rrst_n)
);
wptr_full #(ADDR_WIDTH) wptr_full                         
(
    .wfull(wfull),
    .waddr(waddr),  
    .wptr(wptr),
    .wq2_rptr(wq2_rptr),    
    .winc(winc),
    .wclk(wclk),        
    .wrst_n(wrst_n)
);
endmodule
module FIFO_RAM #(
    parameter  DATASIZE = 32,  
    parameter  ADDRSIZE = 6   
)  
(
    input  wclk, 
    input  wclken,
    input  wfull,
    input  [DATASIZE-1:0] wdata, 
    input  [ADDRSIZE-1:0] waddr,
    input  [ADDRSIZE-1:0] raddr,
    output [DATASIZE-1:0] rdata
);
localparam DEPTH = 1<<ADDRSIZE;    
reg [DATASIZE-1:0] mem [0:DEPTH-1];  
assign rdata = mem[raddr];
always @(posedge wclk) begin 
    if (wclken && !wfull) begin
        mem[waddr] <= wdata;
    end else begin
        mem[waddr] <= mem[waddr];
    end
end
endmodule 
module rptr_empty #(
    parameter ADDR_WIDTH = 3
)
(
    input                           rclk,            
    input                           rrst_n,          
    input                           rinc,            
    input       [ADDR_WIDTH  :0]    rq2_wptr,        
    output      [ADDR_WIDTH-1:0]    raddr,           
    output  reg [ADDR_WIDTH  :0]    rptr,            
    output  reg                     rempty           
);
reg  [ADDR_WIDTH:0] rbin;          
wire [ADDR_WIDTH:0] rgraynext;     
wire [ADDR_WIDTH:0] rbinnext;      
assign raddr     = rbin[ADDR_WIDTH-1:0];         
assign rbinnext  = rbin + (rinc & ~rempty);      
assign rgraynext = (rbinnext>>1) ^ rbinnext;     
always @(posedge rclk or negedge rrst_n) begin
    if (!rrst_n) begin
        rbin <= {ADDR_WIDTH{1'b0}};
        rptr <= {ADDR_WIDTH{1'b0}};
    end else begin        
        rbin <= rbinnext;
        rptr <= rgraynext;             
    end
end
assign rempty_val = (rgraynext == rq2_wptr);     
always @(posedge rclk or negedge rrst_n) begin
    if (!rrst_n) begin
        rempty <= 1'b1; 
    end else begin
        rempty <= rempty_val;
    end
end
endmodule 
module sync_r2w #(
    parameter ADDR_WIDTH = 3
)
(
    input                       wclk,
    input                       wrst_n,
    input       [ADDR_WIDTH:0]  rptr,        
    output  reg [ADDR_WIDTH:0]  wq2_rptr     
);
reg [ADDR_WIDTH:0] wq1_rptr;
always @(posedge wclk or negedge wrst_n) begin
    if(!wrst_n) begin
        wq1_rptr <= {ADDR_WIDTH{1'b0}};          
        wq2_rptr <= {ADDR_WIDTH{1'b0}};
    end else begin        
        wq1_rptr <= rptr;
        wq2_rptr <=wq1_rptr;
    end  
end
endmodule
module sync_w2r #(
    parameter ADDR_WIDTH = 3
)
(
    input                       rclk, 
    input                       rrst_n,
    input       [ADDR_WIDTH:0]  wptr,        
    output  reg [ADDR_WIDTH:0]  rq2_wptr     
);
reg [ADDR_WIDTH:0] rq1_wptr;
always @(posedge rclk or negedge rrst_n) begin
    if(!rrst_n) begin
        rq1_wptr <= {ADDR_WIDTH{1'b0}};
        rq2_wptr <= {ADDR_WIDTH{1'b0}};
    end else begin
        rq1_wptr <= wptr;
        rq2_wptr <= rq1_wptr;
    end
end
endmodule
module wptr_full #(
    parameter ADDR_WIDTH = 3
) 
(
    input                           wclk,        
    input                           wrst_n,      
    input                           winc,        
    input       [ADDR_WIDTH  :0]    wq2_rptr,    
    output      [ADDR_WIDTH-1:0]    waddr,
    output  reg [ADDR_WIDTH  :0]    wptr,
    output  reg                     wfull        
);
reg  [ADDR_WIDTH:0] wbin;          
wire [ADDR_WIDTH:0] wgraynext;     
wire [ADDR_WIDTH:0] wbinnext;      
always @(posedge wclk or negedge wrst_n) begin
    if(!wrst_n) begin
        wbin  <= {ADDR_WIDTH{1'b0}};
        wptr  <= {ADDR_WIDTH{1'b0}};
    end else begin     
        wbin <= wbinnext;              
        wptr <= wgraynext;             
    end
end
assign  waddr       = wbin[ADDR_WIDTH-1:0];            
assign  wbinnext    = wbin + (winc & ~wfull);        
assign  wgraynext   = (wbinnext>>1) ^ wbinnext;      
assign  wfull_val   = (wgraynext == { ~wq2_rptr[ADDR_WIDTH:ADDR_WIDTH-1],wq2_rptr[ADDR_WIDTH-2:0] });  
always @(posedge wclk or negedge wrst_n) begin
    if (!wrst_n) begin
        wfull  <= 1'b0;   
    end else begin
        wfull  <= wfull_val;
    end
end
endmodule
</file>
<file path="/design/flow/run.sh">
#!/bin/bash
# OpenROAD 26Q1-2900-gdf79404cd8, Yosys 0.63+post, stock flow scripts
make -C /OpenROAD-flow-scripts/flow DESIGN_CONFIG=/design/flow/config.mk WORK_HOME=/design/flow/orfs finish
</file>
<file path="/design/flow/config.mk">
export PLATFORM = sky130hd
export DESIGN_NAME = Asynchronous_FIFO
export DESIGN_NICKNAME = Asynchronous_FIFO
export VERILOG_FILES = /design/flow/design.v
export SDC_FILE = /design/flow/constraint.sdc
export NUM_CORES = 4
export LEC_CHECK = 1
export CORE_UTILIZATION = 50
</file>
<file path="/design/flow/constraint.sdc">
current_design Asynchronous_FIFO

set clk_period 2.6
set clk_io_pct 0.2

create_clock -name clk0 -period $clk_period [get_ports {rclk}]
create_clock -name clk1 -period $clk_period [get_ports {wclk}]

set non_clock_inputs [all_inputs -no_clocks]
set_input_delay [expr $clk_period * $clk_io_pct] -clock clk0 $non_clock_inputs
set_output_delay [expr $clk_period * $clk_io_pct] -clock clk0 [all_outputs]
</file>
==> impl_metrics.py <==
# Generated from Yosys and OpenROAD reports
metrics = {
    "outcome": {
        "status": "complete, no violations",
    },
    "finish": {
        "drive_gt1_share_pct": 28.9,
        "fillers": 530,
        "stdcell_count": 341,
        "area_growth_pct": 19.3,
        "final_area_um2": 4480,
    },
    "floorplan": {
        "die_x_um": 88.7,
        "io_pins": 24,
        "chipArea_um2": 7860,
        "num_rows": 31,
        "dieHeight_um": 88.7,
        "fp_util_pct": 51.8,
        "coreArea_um2": 7250,
    },
    "flow_run": {
        "drv_cap": 0,
        "warning_count": 29,
    },
    "yosys": {
        "yosys.stat.seqShare_pct": 72.5,
        "yosysTopAreaCellShare_pct": 51.2,
        "synthDistinctLibCells": 32,
        "ys_async_sr_fraction_pct": 33.3,
        "avgSynthCellArea_um2": 20.2,
        "synthFlopType": "edfxtp_1",
        "edf_count": 64,
        "topCellsByArea": "edfxtp_1 51%, dfrtp_1 21%, mux4_1 11%, mux2_2 2.4%, xnor2_1 1.9%",
        "yosysTopAreaCell": "edfxtp_1",
        "synth_flops": 96,
        "top_cell": "edfxtp_1",
        "top_cells_by_count": "64 x edfxtp_1, 31 x dfrtp_1, 16 x mux4_1",
        "yosys-stat-cells": 186,
        "syn_area_um2": 3760,
        "syn_inst": 186,
        "ys_area_um2": 3760,
        "yosys_warnings": 11,
    },
    "clocking": {
        "hold_buffers": 0,
        "clk_pin_slew_worst_paths_ns": 0.07,
        "cts_tree": "built",
        "clkSinkCount": 96,
    },
    "detailed_routing": {
        "routedWlPerCell_um": 18.1,
        "viasPerCell": 5.17,
        "ant_nets": 0,
        "wl_mm": 6.16,
        "diodes": 0,
        "num_vias": 1763,
        "drc": 0,
        "drt_pass1_iterations": 4,
        "drtIter0Drc": 71,
    },
    "power": {
        "power.leakage_nw": 1.69,
        "power_per_cell_area_nw_per_um2": 1180,
        "finalPower_mw": 5.28,
        "ir_drop_uv": 568,
    },
    "critical_path": {
        "critPathCaptureType": "primary output",
        "cp.required_ns": 2.08,
        "path_max_fanout": 8,
        "path_class": "reg2out",
        "critPathLaunchType": "register",
        "cp.arrival_ns": 2.01,
    },
    "grt": {
        "antenna_found_initial": 0,
        "grt_pass1_vias": 1854,
        "grt_usage_pct": 18.1,
        "grt_start_max_net_pins": 18,
        "grt-ovfl-total": 0,
        "grt_pass1_wl_mm": 9.28,
    },
    "placement": {
        "placed_cells": 312,
        "numPortBuffers": 22,
        "dp_hpwl_mm": 3.67,
        "routabilityCongestion": 0.801,
        "postPlaceCellArea_um2": 4160,
    },
    "timing": {
        "report.final.slew_viol_count": 0,
        "final-hold-violation-count": 0,
        "setup_viol_count_final": 0,
        "rsz0062_at_grt": "true",
        "relSlewSlack_pct": 55.2,
        "worst_pin_slew_ns": 0.670,
        "fin_skew_ns": 0.00880,
    },
    "worst_hold_path": {
        "hold_class": "reg2reg",
    },
}
==> where the power goes <==
group / switching (mW) / internal (mW)
logic: 0.765 / 1.10
clock network: 0.498 / 0.649
registers: 0.224 / 2.04
==> critical path: stages, from the launching register on <==
cell and delay (ns):
dfrtp_2 0.43, clkbuf_16 0.18, mux4_2 0.48, mux2_2 0.27, clkdlybuf4s50_1 0.40
==> metrics by stage <==
step           setup slack (ns)  setup TNS [ns]  util [%]  hold WS (ns)
2_1_floorplan             0.487               0         -         0.224
3_3_place_gp             0.0653               0      57.3         0.333
3_5_place_dp            -0.0580         -0.0580      57.3         0.340
4_1_cts                 -0.0328         -0.0532      61.0         0.269
5_1_grt                 -0.0239         -0.0361      61.8         0.283
6_report                 0.0704               0      61.8         0.278
==> cell type report <==
class / instances / area, um2 / share of cell area, %
Clock buffer: 13 / 169 / 3.77
Timing Repair Buffer: 45 / 450 / 10.1
Sequential cell: 96 / 2730 / 60.8
Multi-Input combinational cell: 80 / 913 / 20.4
Clock inverter: 6 / 91.3 / 2.04
Tap cell: 99 / 124 / 2.76
Inverter: 2 / 7.51 / 0.168
==> cells in the final DEF (no fill, tap or decap), drive strengths merged, types with 4 or more instances in the layout <==
cell,count
edfxtp,64
xor2,10
nand3,6
buf,22
dfrtp,31
inv,4
xnor2,8
ha,4
mux4,16
dlymetal6s2s,6
clkdlybuf4s50,16
mux2,8
nor2,7
clkbuf,14
==> worst paths after layout <==
path                       slack (ns)                   end  cells after the start                 start
max                              0.07              rdata[4]                      4    rptr_empty.rbin[0]
min                              0.28  sync_r2w.wq1_rptr[0]                      0    rptr_empty.rptr[0]
max reg2reg                      0.51       wptr_full.wfull                      7       wptr_full.wfull
min reg2reg                      0.28  sync_r2w.wq1_rptr[0]                      0    rptr_empty.rptr[0]
max in group clk1                0.27       wptr_full.wfull                      8                  winc
max in group asynchronous        1.44    rptr_empty.rbin[0]                      1                rrst_n
min in group clk0                0.35  sync_w2r.rq2_wptr[3]                      0  sync_w2r.rq1_wptr[3]
min in group asynchronous        0.58     wptr_full.wbin[1]                      1                wrst_n
==> state kept, by name (all words and copies together), names as in the netlist <==
register	cells
FIFO_RAM.mem	64
rptr_empty.rbin	3
rptr_empty.rempty	1
rptr_empty.rptr	4
sync_r2w.wq1_rptr	4
sync_r2w.wq2_rptr	4
sync_w2r.rq1_wptr	4
sync_w2r.rq2_wptr	4
wptr_full.wbin	3
wptr_full.wfull	1
wptr_full.wptr	4
==> metal layers <==
| layer | vias to the layer above | GRT usage, % | share of wire, % |
|---|---|---|---|
| met4 | 0 | 2.49 | 1.3 |
| met5 | - | 0 | 0 |
| met3 | 11 | 10.1 | 9.4 |
| met1 | 874 | 26.8 | 42 |
| li1 | 810 | - | - |
| met2 | 68 | 26.9 | 47 |
==> logic make-up (layout without fill, tap and decap cells) <==
logic type	Yosys count	in the layout	synth area share, %
adder cells (fa/ha/maj)	5	5	1.60
AND-OR/OR-AND	6	6	1.40
buffers and inverters	10	66	1.97
flip-flops	96	96	72.5
multiplexers	24	24	13.6
AND/OR/NAND/NOR	26	26	3.43
XOR/XNOR	19	19	5.50
==> what timing repair did <==
item | CTS | global route
cloned | 0 | 1
buffers inserted | 1 | 8
gates resized | 0 | 27
setup endpoints to repair | 8 | 8
No activity file was given, so power comes from the tool's default toggle rates.
